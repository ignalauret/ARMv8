==> flow/design.v <==
module adder
  #(parameter N = 64)
  (input logic [N-1:0] a, b, output logic [N-1:0] out);
  assign out = a + b;
endmodule
module alu
  (input logic [63:0] a, b,
   input logic [3:0] ALUControl,
   output logic [63:0] result,
   output logic zero );
  always_comb 
    begin
      casez (ALUControl)
        4'b0000: result = a & b;
        4'b0001: result = a | b;
        4'b0010: result = a + b;
        4'b0110: result = a - b;
        4'b0111: result = b;
        4'b1100: result = a ^ b;
        default: result = a;
      endcase
      zero = result == 0 ? 1 : 0;
    end
endmodule
module execute
#(parameter N = 64)
( input logic AluSrc,
                input logic [4:0] AluControl,
                input logic [N-1:0] PC_E, signImm_E, 
                            readData1_E, readData2_E,
                output logic [N-1:0] PCBranch_E, aluResult_E,
                                    writeData_E,
                output logic zero_E);
  logic [N-1:0] adder_a, adder_b, adder_out, alu_a, alu_b,
               alu_out;
  logic [3:0] alu_control;
  logic alu_zero;  
  adder #(N) Add(adder_a, adder_b, adder_out);
  alu ALU(alu_a, alu_b, alu_control, alu_out, alu_zero); 
  always_comb
    begin
      adder_a = PC_E;
      adder_b = signImm_E << 2;
      PCBranch_E = adder_out; 
      alu_control = AluControl;
      alu_a = readData1_E;
      alu_b = AluSrc ? signImm_E : readData2_E;
      aluResult_E = alu_out;
      zero_E = alu_zero;
      writeData_E = readData2_E;
    end
endmodule    
==> flow/run.sh <==
#!/bin/bash
# OpenROAD 26Q1-2900-gdf79404cd8, Yosys 0.63+post, stock flow scripts
make -C /OpenROAD-flow-scripts/flow DESIGN_CONFIG=/design/flow/config.mk WORK_HOME=/design/flow/orfs finish
==> flow/config.mk <==
export PLATFORM = sky130hd
export DESIGN_NAME = execute
export DESIGN_NICKNAME = execute
export VERILOG_FILES = /design/flow/design.v
export SDC_FILE = /design/flow/constraint.sdc
export NUM_CORES = 4
export LEC_CHECK = 1
export CORE_AREA = 10 10 235 235
export DIE_AREA = 0 0 245 245
==> flow/constraint.sdc <==
current_design execute

set clk_period 27.6
set clk_io_pct 0.2

create_clock -name clk0 -period $clk_period

set non_clock_inputs [all_inputs -no_clocks]
set_input_delay [expr $clk_period * $clk_io_pct] -clock clk0 $non_clock_inputs
set_output_delay [expr $clk_period * $clk_io_pct] -clock clk0 [all_outputs]
==> impl_metrics.json <==
{
  "via_count": 17800,
  "vias_per_cell": 5.66,
  "layout_top_cells": "clkdlybuf4s50_1, ha_1, a21oi_1, nand2_1, inv_1",
  "finalWorstSetupSlack_ns": 7.37,
  "yosysTopAreaCellShare_pct": 21.3,
  "power.share.combinational_pct": 100.0,
  "fmax_mhz": 49.4,
  "gp_congestion": 0.989,
  "grt_pass1_wl_mm": 112,
  "grt_pass1_vias": 16600,
  "place.port_buffers": 450,
  "relSlewSlack_pct": 36.3,
  "tool_warnings": 99,
  "critical_path_class": "in2out",
  "drv_cap": 0,
  "die_h_microns": 245,
  "place_ws_ns": 7.47,
  "worstPathMaxFanout": 8,
  "die_x_microns": 245,
  "grt_use_total_pct": 24.9,
  "worstHoldPathCells": 0,
  "hold_start": "PC_E[0]",
  "p_seq_share_pct": 0,
  "worst_slew_pin_slew_ns": 0.928,
  "cts_setup_buffers": 0,
  "min_period_ns": 20.23,
  "p_sw_uw": 273,
  "ff_count": 0,
  "firstDrtPassIters": 5,
  "finalInstanceArea_sq_um": 19500,
  "setup_violations": 0,
  "final_common_cell": "clkdlybuf4s50_1",
  "cts_resized": 0,
  "syn_area_per_cell_sq_um": 6.86,
  "clkPwrFrac_pct": 0,
  "dpl_cell_area_sq_um": 19500,
  "ys_warn_count": 2,
  "startpoint_type": "input pin",
  "dpl.hpwl_mm": 67.2,
  "cell_internal_pwr_uw": 230,
  "post_drt_wl_per_cell_microns": 24.9,
  "slew_violations": 0,
  "fin_cells": 3147,
  "core_sq_um": 50100,
  "syn_area_sq_um": 14900,
  "drt_wl_total_mm": 78.3,
  "fp-utilization_pct": 29.8,
  "drc_errors": 0,
  "critPathArrivalTime_ns": 14.71,
  "syn2layout_area_growth_pct": 30.8,
  "hold_viol_final": 0,
  "ant_nets": 0,
  "hp-class": "in2out",
  "dieArea_sq_um": 60000,
  "drive_gt1_share_pct": 2.83,
  "fin_crit_sh_pct": 73.3,
  "ios": 455,
  "switching_share_pct": 54.2,
  "synth_area_leader_cell": "ha_1",
  "topCellsByArea": "ha_1, xnor2_1, a21oi_1",
  "synthCells": 2173,
  "finalPower_uw": 503,
  "synth.distinct_cells": 89,
  "fin_setup_tns_ns": 0,
  "ir_drop_mv": 0.00775,
  "yosys_area_sq_um": 14900,
  "regArea_sq_um": 0,
  "ctsHoldBuffers": 0,
  "drt_iter0_drc": 1601,
  "required_ns": 22.08,
  "min_delay_worst_endpoint": "PCBranch_E[0]",
  "ys_seq_share_pct": 0,
  "outcome": "completed",
  "power_leakage_nw": 8.41,
  "power_density_nw_per_um2": 25.8,
  "end_kind": "primary output",
  "clock_buffers": 0,
  "rows": 82,
  "dp.cells": 3143,
  "antenna_found_initial": 5,
  "ys_cells": 2173,
  "grt_setup_unrepaired": "false",
  "grt_max_degree": 56,
  "gr-total-overflow": 0
}
## Yosys cell counts, drive strengths merged (15+ instances only)
master	count
nand2	165
a31oi	22
a221o	16
a21oi	200
nand4	41
a21o	78
o22ai	59
o21a	25
nand3	39
nor2	153
nor2b	19
a211oi	23
nor3	37
o211ai	15
xor2	40
buf	85
xnor2	122
o21bai	15
o21ai	138
ha	254
clkbuf	92
inv	159
a221oi	34
nand2b	19
and3	23
mux2i	66
## critical path: stages
cell and delay [ns]:
clkdlybuf4s50_1 0.54, mux2i_1 0.49, ha_1 0.26, o21ai_0 0.11, or2_1 0.29, or3_1 0.48
nor4b_1 0.60, nor3b_1 0.48, nor4b_2 0.43, nor2b_1 0.55, a21oi_1 0.17, xnor2_1 0.28
ha_1 0.40, and3_1 0.25, and2_1 0.19, a221oi_1 0.50, o21ai_0 0.36, a2111oi_0 0.43
a41o_1 0.13, o21ai_0 0.15, a311oi_1 0.36, nand4b_1 0.18, nor4_1 0.68, nand4b_1 0.19
nor4_2 0.17, clkdlybuf4s50_1 0.51
## metrics by stage
stage / hold WS [ns] / utilization (%)
2_1_floorplan: 11.11 / -
3_3_place_gp: 11.04 / 38.9
3_5_place_dp: 11.04 / 38.9
4_1_cts: 11.04 / 38.9
5_1_grt: 11.04 / 38.9
6_report: 11.04 / 38.9
## layout make-up
| cell class | count | area (sq um) |
|---|---|---|
| multi-input cells | 1837 | 13400 |
| fillers | 5224 | 30600 |
| diodes | 4 | 10.0 |
| repair buffers | 475 | 4690 |
| inverters | 159 | 597 |
| well taps | 672 | 841 |
## kinds of logic after synthesis
| kind of cell | count (synthesis) | synth area share, % |
|---|---|---|
| buffers and inverters | 336 | 10.6 |
| xor gates and xnor gates | 162 | 9.52 |
| muxes | 71 | 4.86 |
| and+or+nand+nor | 590 | 19.8 |
| adders and majority gates | 256 | 21.6 |
| AOI/OAI and AO/OA | 758 | 33.6 |
## how the worst max path moves through the flow
stage / from / to / slack [ns] / cells past startpoint
4_1_cts: signImm_E[1] / zero_E / 7.45 / 26
5_1_grt: signImm_E[1] / zero_E / 6.52 / 26
6_report: signImm_E[1] / zero_E / 7.37 / 26
## routing by layer
| metal | part of all wire [%] | wire length, microns | track usage (%) |
|---|---|---|---|
| met1 | 48 | 37300 | 37.3 |
| met2 | 42 | 33000 | 36.4 |
| met3 | 8.4 | 6580 | 5.21 |
| met4 | 1.8 | 1420 | 4.44 |
| met5 | 0.011 | 9 | 0 |
## power by group through the flow
stage         combinational, mW    clock (mW)  sequential (mW)
CTS                       0.499             0                0
global route              0.547  0.0000000195                0
finish                    0.503  0.0000000196                0
No activity file was given, so power comes from the tool's default toggle rates.
