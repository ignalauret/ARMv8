## ./run.sh

```bash
#!/bin/bash
# OpenROAD 26Q1-2900-gdf79404cd8, Yosys 0.63+post, stock flow scripts
make -C /OpenROAD-flow-scripts/flow DESIGN_CONFIG=/design/flow/config.mk WORK_HOME=/design/flow/orfs finish
```

## ./config.mk

```make
export PLATFORM = sky130hd
export DESIGN_NAME = fetch
export DESIGN_NICKNAME = fetch
export VERILOG_FILES = /design/flow/design.v
export SDC_FILE = /design/flow/constraint.sdc
export NUM_CORES = 4
export LEC_CHECK = 1
export CORE_UTILIZATION = 40
```

## ./constraint.sdc

```tcl
current_design fetch

set clk_period 7.8
set clk_io_pct 0.2

create_clock -name clk0 -period $clk_period [get_ports {clk}]

set non_clock_inputs [all_inputs -no_clocks]
set_input_delay [expr $clk_period * $clk_io_pct] -clock clk0 $non_clock_inputs
set_output_delay [expr $clk_period * $clk_io_pct] -clock clk0 [all_outputs]
```

## ./design.v

```verilog
module adder
  #(parameter N = 64)
  (input logic [N-1:0] a, b, output logic [N-1:0] out);
  assign out = a + b;
endmodule
module fetch
  #(parameter N = 64)
  (input logic PCSrc_F, clk, reset,
   input logic [N-1:0] PCBranch_F,
   output logic [N-1:0] imem_addr_F);
  logic [N-1:0] pc_in, pc_out, adder_a, adder_b, adder_out;
  flopr #(N) PC(clk, reset, pc_in, pc_out);
  adder #(N) Add(adder_a, adder_b, adder_out);
  always_comb
    begin
      pc_in = PCSrc_F ? PCBranch_F : adder_out;
      adder_a = pc_out;
      adder_b = { {N-3{1'b0}}, 3'b100 };
      imem_addr_F = pc_out;
    end
endmodule
module flopr
  #(parameter N = 64)
  (input logic clk, reset,
   input logic [N-1:0] d,
   output logic [N-1:0] q);
  always_ff @(posedge clk, posedge reset)
    if (reset) q <= '0;
    else q <= d;
endmodule
```

==> flow_summary.toml <==
# generated from flow reports
[yosys]
ys_ff = 64
top_area_frac = 0.417
edf_count = 0
syn_inst = 438
ys_top_cells_by_area = "dfrtp_1 (42%), xnor2_1 (7.1%), nand2_1 (5.8%), o21ai_0 (5.7%), nand3_1 (3.9%)"
synthFlopType = "dfrtp_1"
yosys_cells = 438
common_cells = "dfrtp_1 (64), nand2_1 (59), o21ai_0 (44), xnor2_1 (31), nand3_1 (30)"
yosysSeqAreaShare = 0.417
async_reset_ff_frac = 1.00
synth_cell_types = 50
top_cell = "dfrtp_1"
yosys_area_um2 = 3840
yosysTopAreaCell = "dfrtp_1"
synth_area_um2 = 3840
synth.avg_cell_area_um2 = 8.77
yosysWarnings = 2

[timing]
worstMarginPinSlew_ns = 0.778
rsz0062_at_grt = "false"
finalCriticalPeriod_ns = 3.07
max_clock_freq_ghz = 0.325
fin_skew_ns = 0.00737
hold_viol_final = 0
setup_tns_ns = 0
setup_viol = 0
fin_ws_ns = 4.73
timing.hold.ws_ns = 0.534
final.period_utilization = 0.394
worst_slew_margin_rel = 0.481
slew_viol_final = 0

[power_and_ir_drop]
power_density_nw_per_um2 = 167
leakagePower_uw = 0.00198
switching_share = 0.263
p_total_uw = 904
pwr-share-comb = 0.189
p_int_uw = 667
seqPwrFrac = 0.455
ir_drop_mv = 0.0861
clkPwrFrac = 0.357
p_switching_uw = 237

[clocking]
cts.sinks = 64
clk_latency_ns = 0.34
cts_tree = "built"
postCtsResizedCells = 0
htree_levels = 3
cts_max_path_buffers = 2
postCtsHoldBufs = 0
cts_buffers = 9
root_buffer = "clkbuf_8"
cts.reportedPaths.clkPinSlew_ns = 0.08
postCtsSetupBuffers = 0

[run]
warning_count = 26
cap_violations = 0

[finish]
largest_reg_flops = 64
area_growth_pct = 41.2
fillCellCount = 862
top_register = "PC.q"
reg_top3 = "PC.q (64)"
drive_above_1_share = 0.0587

[route]
drtIter0Drc = 173
num_vias = 3789
wirelength_um = 11200
antennaDiodeCount = 0
drcViolationCount = 0
routedWlPerCell_um = 16.2
via_per_inst = 5.48
ant_nets = 0
dr.pass1.iters = 4

[setup_path]
crit_chain = "buf_2, inv_1, o311a_1, a41oi_1, o211ai_1"
critical_path_arrival_ns = 3.28
path_class = "in2reg"
critPathLaunchType = "input port"
crit_fanout = 53
critPathMaxStageDelay_ns = 0.60
cp-end-kind = "register"
cp_slowest_cell = "inv_1"
cp.required_ns = 8.00

[place]
port_buffers = 130
place_congestion = 0.851
hpwl_um = 8040
post-place-ws_ns = 4.37

[floorplan]
die_h_um = 100
coreArea_um2 = 9280
die_w_um = 100
initial_core_util = 0.414
num_io_pins = 131
chip_area_um2 = 10000
fp-row-count = 35

[global_routing]
grt_start_max_net_pins = 59
grt_overflow_total = 0
grt_usage = 0.234
grt_pass1_vias = 3473
grt_pass1_wl_um = 18000
antenna_found_initial = 0

[min_path]
min_path_type = "reg2reg"

[outcome]
status = "finished clean"
## cells in the final DEF (no fill, tap or decap), types with 3 or more instances in the layout
cell / count
xnor2_1: 31
a31oi_1: 11
nor3_1: 7
inv_1: 6
xor2_1: 9
a221o_1: 6
nor2_1: 24
and3_1: 11
o21ai_0: 44
clkdlybuf4s50_1: 129
clkbuf_8: 10
nand3_1: 30
nand2_1: 59
or4_1: 6
dfrtp_1: 64
nand4_1: 22
and2_1: 5
o31ai_1: 5
or3_1: 5
mux2_2: 3
nor3b_1: 5
nor4_1: 24
and4_1: 9
## path summary, 6_finish.rpt
path | slack [ns] | startpoint | end | cells after the start
max reg2reg | 4.95 | PC.q[2]$_DFF_PP0_ | PC.q[54]$_DFF_PP0_ | 6
min | 0.53 | PC.q[0]$_DFFE_PP0P_ | PC.q[0]$_DFFE_PP0P_ | 1
min in group asynchronous | 1.52 | reset | PC.q[60]$_DFF_PP0_ | 2
min reg2reg | 0.53 | PC.q[0]$_DFFE_PP0P_ | PC.q[0]$_DFFE_PP0P_ | 1
max | 4.73 | PCSrc_F | PC.q[63]$_DFF_PP0_ | 5
max in group asynchronous | 5.33 | reset | PC.q[36]$_DFF_PP0_ | 3
## layout make-up
cell class	count	area [µm²]	share of cell area
multi-input cells	343	2100	0.387
inverters	7	26.3	0.00485
clock inverters	5	80.1	0.0148
flip-flops and latches	64	1600	0.295
clock buffers	11	141	0.0261
well taps	129	161	0.0298
repair buffers	132	1310	0.242
## power groups by stage
stage / clock network, µW / logic, µW / registers (µW)
CTS: 330 / 173 / 411
finish: 322 / 171 / 411
global route: 344 / 190 / 417
## logic make-up (layout without fill, tap and decap cells)
kind of cell / after synthesis / in the layout / share of synthesized area
compound gates: 76 / 76 / 0.122
buf+inv: 31 / 155 / 0.0358
flops: 64 / 64 / 0.417
mux: 4 / 4 / 0.0114
fa+ha+maj: 1 / 1 / 0.00326
simple gates: 222 / 222 / 0.319
xor+xnor: 40 / 40 / 0.0912
## critical path: cells and delay by family
kind | cells | cell delay, ns
AOI/OAI and AO/OA | 3 | 0.52
buffers and inverters | 2 | 1.19
## through the flow
step | cells | cell area (µm²) | util
2_1_floorplan | 438 | 3840 | -
3_3_place_gp | 675 | 5200 | 0.560
6_report | 691 | 5420 | 0.584
5_1_grt | 691 | 5420 | 0.584
3_5_place_dp | 675 | 5200 | 0.560
4_1_cts | 691 | 5420 | 0.584
## metal layers
metal / global-route usage / routed length, µm / vias up
met1: 0.396 / 5670 / 1797
li1: - / - / 1862
met5: 0 / 0 / -
met4: 0.0212 / 114 / 0
met2: 0.330 / 4730 / 122
met3: 0.0496 / 689 / 8
Power figures rest on the tool's default switching activity, not on a simulated workload.
